**run.sh**
```bash
#!/bin/bash
# OpenROAD 26Q1-2900-gdf79404cd8, Yosys 0.63+post, stock flow scripts
make -C /OpenROAD-flow-scripts/flow DESIGN_CONFIG=/design/flow/config.mk WORK_HOME=/design/flow/orfs finish
```
**config.mk**
```make
export PLATFORM = sky130hd
export DESIGN_NAME = circl_s
export DESIGN_NICKNAME = circl_s
export VERILOG_FILES = /design/flow/design.v
export SDC_FILE = /design/flow/constraint.sdc
export NUM_CORES = 4
export LEC_CHECK = 1
export CORE_AREA = 10 10 70 70
export DIE_AREA = 0 0 80 80
```
**constraint.sdc**
```tcl
current_design circl_s

set clk_period 1.6
set clk_io_pct 0.2

create_clock -name clk0 -period $clk_period

set non_clock_inputs [all_inputs -no_clocks]
set_input_delay [expr $clk_period * $clk_io_pct] -clock clk0 $non_clock_inputs
set_output_delay [expr $clk_period * $clk_io_pct] -clock clk0 [all_outputs]
```
**design.v**
```verilog
module circl_s(
        input  wire [4:0] in_addr,
        output reg  [4:0] out_word
       );
always @*
 case( in_addr )
  5'h00: out_word = 5'h00;
  5'h01: out_word = 5'h05;
  5'h02: out_word = 5'h09;
  5'h03: out_word = 5'h0B;
  5'h04: out_word = 5'h0D;
  5'h05: out_word = 5'h0F;
  5'h06: out_word = 5'h10;
  5'h07: out_word = 5'h12;
  5'h08: out_word = 5'h13;
  5'h09: out_word = 5'h14;
  5'h0A: out_word = 5'h15;
  5'h0B: out_word = 5'h16;
  5'h0C: out_word = 5'h17;
  5'h0D: out_word = 5'h17;
  5'h0E: out_word = 5'h18;
  5'h0F: out_word = 5'h19;
  5'h10: out_word = 5'h19;
  5'h11: out_word = 5'h1A;
  5'h12: out_word = 5'h1A;
  5'h13: out_word = 5'h1B;
  5'h14: out_word = 5'h1B;
  5'h15: out_word = 5'h1C;
  5'h16: out_word = 5'h1C;
  5'h17: out_word = 5'h1C;
  5'h18: out_word = 5'h1C;
  5'h19: out_word = 5'h1D;
  5'h1A: out_word = 5'h1D;
  5'h1B: out_word = 5'h1D;
  5'h1C: out_word = 5'h1D;
  5'h1D: out_word = 5'h1D;
  5'h1E: out_word = 5'h1D;
  5'h1F: out_word = 5'h00;
 endcase
endmodule
```
==> results.tsv <==
metric	value	unit
status	complete, but fails checks	
violations	negative setup slack	
hold_class	input port to output pin	
p_leak	0.283	nW
dr_total_vias	330	
ioPinCount	10	
grt_use_total	2.52	%
crit_type	input port to output pin	
grt_pass1_wl	1.41	mm
worstSetupEndpointType	output pin	
cp.arrival	1520	ps
gp_congestion	0.829	
power_density	229	nW/um^2
drv_slew	0	
yosys_area	307	sq um
hold_ws	1050	ps
viasPerCell	3.20	
start_kind	input port	
max_slew_margin	86.1	%
maxCapViolCount	0	
syn_avg_cell_area	9.29	sq um
fin_cells	103	
fp_util	8.97	%
ys.warnings.count	1	
areaGrowthSynthToFinish	112	%
setup_viol	4	
finalHoldViolCount	0	
grt_max_degree	9	
drc	0	
layout-drive-gt1-share	64.9	%
fp.dieW	80	um
ff_count	0	
core_area	3420	sq um
dp_slack	-1060	ps
ys_cells	33	
worst_pin_slew	206	ps
synth.distinct_cells	19	
area.sequential	0	sq um
fin_ws	-243	ps
grt_pass1_vias	315	
rows	21	
wl	856	um
required	1280	ps
firstDrtPassIters	4	
gr-total-overflow	0	
drt-initial-drc-count	18	
die_h	80	um
ir_worst_vdd	36.7	uV
ctsHoldBuffers	0	
ys_seq_share	0	%
wire_per_inst	8.31	um
dp_cells	97	
num-clock-buffers	0	
die-area	6400	sq um
syn_inst	33	
fmax	0.543	GHz
netlist_area	307	sq um
antenna_found_initial	0	
place_hpwl	660	um
critPathMaxFanout	4	
finalCritPeriodShare	115	%
postRouteAntennaNets	0	
io_buffers	10	
rsz0062_at_grt	yes	
min_path_cells	4	
min_period	1840	ps
log.warning_count	39	
num_antenna_cells	0	
## worst paths after layout
path	start	to	slack, ps
worst max-delay path	in_addr[1]	out_word[1]	-240
worst min-delay path	in_addr[2]	out_word[0]	1050
## report_power, final
part           internal [mW]  switching (mW)  total (mW)
registers                  0               0           0
logic                 0.0950          0.0536       0.149
clock network              0               0           0
## worst max-delay path, cell delays in order
cell and delay [ps]:
buf_12 110, buf_8 120, ha_4 140, mux4_2 450
mux2_4 280, buf_6 110
## cell usage after synthesis (all sizes together)
cell	instances	area, sq um
inv	3	11.3
ha	7	87.6
o21ai	1	5.00
and2b	1	7.51
mux2i	4	40.0
o31a	1	8.76
a21oi	1	5.00
nor2b	1	6.26
mux4	2	45.0
buf	3	21.3
a211o	1	8.76
mux2	2	22.5
nand3	1	5.00
o21a	1	7.51
nand4	1	6.26
a22oi	1	7.51
a211oi	1	7.51
nor2	1	3.75
## per-layer routing
layer	track usage, %	up-vias	wire length [um]
li1	-	172	-
met1	3.32	154	398
met2	4.33	4	409
met3	0.568	0	48
met4	0	0	0
met5	0	-	0
## repair_timing
action	CTS	global route
buffers inserted	6	0
gates resized	51	5
setup endpoints to repair	5	5
pin swaps	1	3
## placed cells by master, fill, tap and decap left out
cell / instances
mux4_2: 2
o21a_1: 1
dlygate4sd2_1: 1
ha_1: 3
nor2_1: 1
clkdlybuf4s15_2: 2
buf_8: 2
a211o_1: 1
a21oi_1: 1
ha_4: 3
nand4_1: 1
buf_2: 2
a211oi_1: 1
ha_2: 1
buf_6: 5
and2b_1: 1
inv_4: 1
buf_4: 13
o31a_1: 1
inv_6: 1
a22oi_2: 1
clkbuf_2: 1
o21ai_0: 1
buf_12: 1
mux2_2: 1
inv_1: 1
mux2_4: 1
nand3_1: 1
mux2i_1: 4
nor2b_1: 1
## logic make-up after synthesis
kind of cell,after synthesis,share of synthesized area (%)
multiplexers,8,35.1
AND-OR/OR-AND,7,16.3
adder cells (fa/ha/maj),7,28.6
buffers and inverters,6,10.6
AND/OR/NAND/NOR,5,9.39
## layout make-up
cell class	instances	area (sq um)
fillers	377	2770
multi-input cells	27	323
repair buffers	27	250
well taps	46	57.6
inverters	3	18.8
## per-stage QoR
step                      setup TNS, ps  utilization, %  instance area, sq um  power [mW]
after floorplan                       0               -                   312      0.0577
after global placement            -4510            15.5                   531       0.125
after detailed placement          -4520            15.5                   531       0.126
after CTS                          -542            18.6                   637       0.144
after global routing               -695            19.0                   649       0.165
final                              -475            19.0                   649       0.149
Power is estimated from default activity; no workload was simulated.
