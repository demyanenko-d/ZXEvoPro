==> flow/design.v <==
module circl_b(
        input  wire [6:0] in_addr,
        output reg  [6:0] out_word
       );
always @*
 case( in_addr )
  7'h01: out_word = 7'h0A;
  7'h02: out_word = 7'h12;
  7'h03: out_word = 7'h18;
  7'h04: out_word = 7'h1C;
  7'h05: out_word = 7'h20;
  7'h06: out_word = 7'h23;
  7'h07: out_word = 7'h26;
  7'h08: out_word = 7'h29;
  7'h09: out_word = 7'h2C;
  7'h0A: out_word = 7'h2E;
  7'h0B: out_word = 7'h30;
  7'h0C: out_word = 7'h33;
  7'h0D: out_word = 7'h35;
  7'h0E: out_word = 7'h37;
  7'h0F: out_word = 7'h38;
  7'h10: out_word = 7'h3A;
  7'h11: out_word = 7'h3C;
  7'h12: out_word = 7'h3E;
  7'h13: out_word = 7'h3F;
  7'h14: out_word = 7'h41;
  7'h15: out_word = 7'h42;
  7'h16: out_word = 7'h44;
  7'h17: out_word = 7'h45;
  7'h18: out_word = 7'h46;
  7'h19: out_word = 7'h48;
  7'h1A: out_word = 7'h49;
  7'h1B: out_word = 7'h4A;
  7'h1C: out_word = 7'h4C;
  7'h1D: out_word = 7'h4D;
  7'h1E: out_word = 7'h4E;
  7'h1F: out_word = 7'h4F;
  7'h20: out_word = 7'h50;
  7'h21: out_word = 7'h51;
  7'h22: out_word = 7'h52;
  7'h23: out_word = 7'h53;
  7'h24: out_word = 7'h54;
  7'h25: out_word = 7'h55;
  7'h26: out_word = 7'h56;
  7'h27: out_word = 7'h57;
  7'h28: out_word = 7'h58;
  7'h29: out_word = 7'h59;
  7'h2A: out_word = 7'h5A;
  7'h2B: out_word = 7'h5B;
  7'h2C: out_word = 7'h5C;
  7'h2D: out_word = 7'h5C;
  7'h4B: out_word = 7'h6E;
  7'h4C: out_word = 7'h6F;
  7'h4D: out_word = 7'h6F;
  7'h4E: out_word = 7'h6F;
  7'h4F: out_word = 7'h70;
  7'h50: out_word = 7'h70;
  7'h51: out_word = 7'h70;
  7'h52: out_word = 7'h71;
  7'h53: out_word = 7'h71;
  7'h54: out_word = 7'h71;
  7'h55: out_word = 7'h72;
  7'h56: out_word = 7'h72;
  7'h57: out_word = 7'h72;
  7'h58: out_word = 7'h73;
  7'h59: out_word = 7'h73;
  7'h5A: out_word = 7'h73;
  7'h5B: out_word = 7'h73;
  7'h5C: out_word = 7'h74;
  7'h5D: out_word = 7'h74;
  7'h5E: out_word = 7'h74;
  7'h5F: out_word = 7'h74;
  7'h60: out_word = 7'h75;
  7'h61: out_word = 7'h75;
  7'h62: out_word = 7'h75;
  7'h63: out_word = 7'h75;
  7'h64: out_word = 7'h75;
  7'h65: out_word = 7'h75;
  7'h66: out_word = 7'h76;
  7'h67: out_word = 7'h76;
  7'h68: out_word = 7'h76;
  7'h69: out_word = 7'h76;
  7'h6A: out_word = 7'h76;
  7'h6B: out_word = 7'h76;
  7'h6C: out_word = 7'h76;
  7'h6D: out_word = 7'h76;
  7'h6E: out_word = 7'h77;
  7'h6F: out_word = 7'h77;
  7'h70: out_word = 7'h77;
  7'h71: out_word = 7'h77;
  7'h72: out_word = 7'h77;
  7'h73: out_word = 7'h77;
  7'h74: out_word = 7'h77;
  7'h75: out_word = 7'h77;
  7'h76: out_word = 7'h77;
  7'h77: out_word = 7'h77;
  7'h78: out_word = 7'h77;
 default out_word = 7'h00;
 endcase
endmodule
==> flow/run.sh <==
#!/bin/bash
# OpenROAD 26Q1-2900-gdf79404cd8, Yosys 0.63+post, stock flow scripts
make -C /OpenROAD-flow-scripts/flow DESIGN_CONFIG=/design/flow/config.mk WORK_HOME=/design/flow/orfs finish
==> flow/config.mk <==
export PLATFORM = sky130hd
export DESIGN_NAME = circl_b
export DESIGN_NICKNAME = circl_b
export VERILOG_FILES = /design/flow/design.v
export SDC_FILE = /design/flow/constraint.sdc
export NUM_CORES = 4
export LEC_CHECK = 1
export CORE_AREA = 10 10 78 78
export DIE_AREA = 0 0 88 88
==> flow/constraint.sdc <==
current_design circl_b

set clk_period 3.1
set clk_io_pct 0.2

create_clock -name clk0 -period $clk_period

set non_clock_inputs [all_inputs -no_clocks]
set_input_delay [expr $clk_period * $clk_io_pct] -clock clk0 $non_clock_inputs
set_output_delay [expr $clk_period * $clk_io_pct] -clock clk0 [all_outputs]
==> run summary <==
cell type with the largest total area: ha_1
Layout Cells excl Fill: 205
die width: 88 um
Setup-failing EPs final: 0
Post-Syn Instances: 112
Total Routing Usage GR: 0.0604
layout cell share with drive strength beyond 1: 0.379
initial antenna violation count: 0
critical-path cell list: clkdlybuf4s50_1 -> nor2b_1 -> buf_4 -> o21ai_0 -> a21oi_1 -> a21o_1 -> clkdlybuf4s50_1
part of the power in registers: 0
DRC Markers: 0
max-slew violations: 0
largest net degree at the start of global routing: 22
Tightest Pin Transition: 0.358 ns
# Cells Yosys: 112
register area: 0 sq um
DRT iter0 DRCs: 33
register share after synthesis: 0
Clk pwr share: 0
sw frac: 0.425
min-delay worst type: primary input to output port
tool warnings: 39
hold slack final: 2.03 ns
CP max stage delay: 0.58 ns
Routed WL per cell: 12.3 um
top cells by count, synth: a21oi_1, o21ai_0, nor2_1, ha_1, inv_1
crit path DAT: 2.34 ns
vias in the first global route: 842
post-route antenna net violation count: 0
Distinct cells, synth: 38
RSZ-0062 raised after global routing: false
Slew headroom: 0.755
top cells, area: ha_1, mux4_2, mux2i_1
Die ar.: 7740 sq um
Ys Warns: 1
Synth-to-Final Area Change: 66.7%
top-count cell post-synth: a21oi_1
hold buffer count at cts: 0
die height: 88 um
Starting Density: 0.176
first-pass GRT wire length: 4.01 mm
hold path cells: 5
Crit Path Class: primary input to output port
Vias/cell: 4.67
Combinational Power Share: 1.000
CP Capture Type: output port
Final min period: 2.96 ns
status: finished, final reports clean
Comb gate area: 738 sq um
Hold Vio Cnt, Final: 0
Fmax: 337 MHz
final worst setup slack: 0.136 ns
clkbuf count: 0
Seq cells: 0
top-level port count: 14
vias after detailed routing: 957
most used cell, CP: clkdlybuf4s50_1
crit path max fanout: 7
Pint: 0.101 mW
Post-Place Cells: 201
Area after DPL: 1190 sq um
Post-Route WL: 2.52 mm
HPWL Detailed: 1.88 mm
Place WS: -0.341 ns
net switching power: 0.0746 mW
cell area after layout: 1300 sq um
grt ovf: 0
crit start category: primary input
Peak VDD IR: 0.0304 mV
worst path required time: 2.48 ns
Critical-path top delay cell: clkdlybuf4s50_1
synthesis area per yosys: 778 sq um
fillers: 445
gp weighted congestion: 0.835
post-layout period usage: 0.956
Core Area: 4410 sq um
Avg Cell Area, Syn: 6.95 sq um
Antenna Cells: 0
I/O Buffers: 14
Row Count: 24
DR pass1 iterations: 4
Dominant cell area share: 0.113
Power Density: 135 nW/um^2
Pleak: 0.608 nW
Post-Syn Area: 778 sq um
Max-cap violations: 0
per-stage QoR:
stage / utilization / TNS [ns] / power, mW
after floorplan: - / 0 / 0.0827
after global placement: 0.269 / -1.83 / 0.163
after detailed placement: 0.269 / -1.77 / 0.162
after CTS: 0.286 / -0.0111 / 0.171
after global routing: 0.294 / 0 / 0.193
final: 0.294 / 0 / 0.176
routing by layer:
layer | vias to the layer above | GRT usage | routed length (um)
met1 | 439 | 0.0820 | 1150
met4 | 0 | 0.00580 | 15
met5 | - | 0 | 0
li1 | 493 | - | -
met3 | 2 | 0.00748 | 136
met2 | 23 | 0.103 | 1220
final timing paths:
path | startpoint | endpoint | slack (ns)
worst min-delay path | in_addr[5] | out_word[0] | 2.03
worst max-delay path | in_addr[6] | out_word[3] | 0.14
final cells by class:
type	instances	area share
timing repair buffer	52	0.358
tap	52	0.0501
multi-input combinational	93	0.569
inverter	8	0.0231
kinds of logic after synthesis:
kind of cell    share of synthesized area
compound gates                      0.334
simple gates                        0.236
buf+inv                             0.119
mux                                 0.198
fa+ha+maj                           0.113
what timing repair did:
action                     CTS  global route
pin swaps                    2             1
buffers inserted             3             0
resized                     17            12
setup endpoints to repair    7             7
cloned                       0             1
worst max-delay path: cells and delay by family:
kind                   cells  cell delay [ns]
AND/OR/NAND/NOR            1             0.20
AND-OR/OR-AND              3             0.31
buffers and inverters      3             1.20
power by group through the flow:
stage	Sequential, mW	Clock (mW)	Combinational [mW]
6_report	0	0	0.176
4_1_cts	0	0	0.171
5_1_grt	0	0	0.193
placed cells by master, fill, tap and decap left out, types with 3 or more instances in the layout:
| master | n |
|---|---|
| buf_4 | 33 |
| inv_2 | 3 |
| nand3_1 | 5 |
| o21ai_0 | 8 |
| mux2i_1 | 6 |
| buf_6 | 3 |
| dlymetal6s2s_1 | 4 |
| inv_1 | 4 |
| a31oi_1 | 3 |
| clkdlybuf4s50_1 | 6 |
| nand2_1 | 5 |
| a21oi_1 | 9 |
| nor2_1 | 6 |
| ha_1 | 4 |
| mux4_2 | 3 |
| nand2b_1 | 3 |
| a21o_1 | 3 |
| nor2b_1 | 5 |
Power figures rest on the tool's default switching activity, not on a simulated workload.
